File: design/flow/config.mk
export PLATFORM = sky130hd
export DESIGN_NAME = REG_FILE
export DESIGN_NICKNAME = REG_FILE
export VERILOG_FILES = /design/flow/design.v
export SDC_FILE = /design/flow/constraint.sdc
export NUM_CORES = 4
export LEC_CHECK = 1
export CORE_UTILIZATION = 50
File: design/flow/constraint.sdc
current_design REG_FILE

set clk_period 6.4
set clk_io_pct 0.2

create_clock -name clk0 -period $clk_period [get_ports {clk}]

set non_clock_inputs [all_inputs -no_clocks]
set_input_delay [expr $clk_period * $clk_io_pct] -clock clk0 $non_clock_inputs
set_output_delay [expr $clk_period * $clk_io_pct] -clock clk0 [all_outputs]
File: design/flow/design.v
`timescale 1ns / 1ps
module REG_FILE(
	input clk,
	input [4:0] read_addr1,
	input [4:0] read_addr2,
	output [31:0] RD1, 
	output [31:0] RD2,
	input [4:0] write_addr,
	input [31:0] WD,
	input wEna
);
	reg [31:0] register [31:0];
	integer i;
	initial 
   begin
		for(i = 0; i < 32; i = i + 1)  register[i] <= 0;
   end
	assign RD1 = register[read_addr1];
	assign RD2 = register[read_addr2];
	always @(posedge clk)
	begin
		if (wEna)
		begin
			register[write_addr] <= WD;
		end
	end
endmodule
File: design/flow/run.sh
#!/bin/bash
# OpenROAD 26Q1-2900-gdf79404cd8, Yosys 0.63+post, stock flow scripts
make -C /OpenROAD-flow-scripts/flow DESIGN_CONFIG=/design/flow/config.mk WORK_HOME=/design/flow/orfs finish
==> flow_summary.yaml <==
# yosys + openroad results
final_timing:
  slew-limit-headroom_pct: 32.0
  finalSetupTns_ns: 0
  maxSlewViolCount: 0
  worstMarginPinSlew_ns: 1.02
  finalWorstPathRequiredPeriod_ns: 5.65
  layout_setup_ws_ns: 0.747
  setup_viol: 0
  rsz0062_at_grt: "no"
  timing.final.crit_share_pct: 88.3
  hold_viol: 0
  fmax_mhz: 177
layout:
  nFillCells: 7280
  syn2layout_area_growth_pct: 13.2
  largest_reg_flops: 1024
  post-route-util_pct: 57.1
  max_flop_register: "register"
  top_regs: "register (1024)"
  instances_no_fill: 4867
  drive_gt1_share_pct: 9.64
synth:
  synthXorXnorAreaFrac_pct: 0
  ys_sh_simple_pct: 4.71
  mux_share_pct: 21.0
  yosysUniqueCellTypes: 23
  synth_cells: 3386
  fa_ha_area_share_pct: 0
  yosysChipArea_um2: 48800
  synthAoiAreaFrac_pct: 8.04
  top_logic_kind: "multiplexers"
  synth_area_per_cell_um2: 14.4
  ys_seq_share_pct: 63.0
  ys_cells: 3386
  syn_area_um2: 48800
  yosys_warnings: 1
  ys.flops: 1024
critical_path:
  timing.critical_path.mode_cell: "clkdlybuf4s50_1"
  slowest_delay_ns: 0.65
  crit_type: "in2out"
  cp-end-kind: "primary output"
  path_max_fanout: 38
  arrival_ns: 4.37
  startpoint_type: "input port"
  path_cells: "clkdlybuf4s50_1 > and2_4 > buf_12 > a22o_1 > nor3_1 > a31oi_1 > nand3_1 > clkdlybuf4s50_1"
  critical_path.top_delay_family: "buffers and inverters"
  worst_path_max_delay_cell: "and2_4"
  crit_required_ns: 5.12
  cp_num_buf_inv: 3
hold_path:
  hp-class: "in2reg"
clock_network:
  cts_tree: "built"
  cts_resized: 0
  cts_setup_buffers: 0
  cts_buffers: 107
  cts.hold.buffers_added: 0
  clock_path_buffers: 3
  clk_root_buffer_cell: "clkbuf_16"
  htree_levels: 3
  clk_pin_slew_ns: 0.06
  numClockSinks: 1024
floorplanning:
  rows: 114
  fp.coreArea_um2: 96700
  die_area_um2: 98800
  die-width_um: 314
  die_y_um: 314
  ioPinCount: 113
  fp_util_pct: 50.5
global_route:
  overflow: 0
  grt_first_pass_wirelength_um: 223000
  antenna_found_initial: 3
  grt_use_total_pct: 34.7
  grt_pass1_vias: 32600
  grt_max_degree: 81
placement:
  place_congestion: 0.889
  dpl.hpwl_um: 85700
  port_buffers: 112
  pre_cts_ws_ns: 0.823
  dp_cells: 4670
detailed_routing:
  drt_wl_total_um: 155000
  dr.pass1.iters: 6
  viasPerCell: 6.43
  vias: 31300
  wl_per_cell_um: 31.9
  route.detailed.drc: 0
  drtIter0Drc: 2370
  ant_nets: 0
pwr:
  peakVddDrop_mv: 0.233
  power.leakage_nw: 20.3
  total_power_mw: 15.0
  power_density_nw_per_um2: 272
job:
  stage_log_warnings: 26
  max-cap-violations: 0
outcome:
  status: "completed"
final timing paths:
path | from | endpoint | slack, ns | cells past startpoint
setup / recovery | read_addr1[2] | RD1[27] | 0.75 | 8
hold / removal | WD[16] | register[11][16]$_DFFE_PP_ | 1.42 | 2
cell usage after synthesis:
library cell | instances | area [um^2]
a22oi_1 | 192 | 1440
buf_4 | 47 | 353
clkbuf_1 | 86 | 323
buf_2 | 70 | 350
a21oi_1 | 192 | 961
nand2b_1 | 4 | 25.0
nand2_1 | 195 | 732
nor2_1 | 35 | 131
a31oi_1 | 64 | 400
clkbuf_4 | 4 | 30.0
or2_2 | 2 | 12.5
nand3b_1 | 5 | 37.5
nand3_1 | 194 | 971
nor3_1 | 64 | 320
edfxtp_1 | 1024 | 30700
nor2b_1 | 4 | 25.0
a22o_1 | 128 | 1120
or3_1 | 1 | 6.26
buf_6 | 45 | 507
buf_1 | 1 | 3.75
or3b_2 | 3 | 26.3
and2_1 | 2 | 12.5
mux2i_1 | 1024 | 10200
final cells by class:
| class | instances | area [um^2] | share of cell area [%] |
|---|---|---|---|
| flip-flops and latches | 1024 | 30700 | 55.7 |
| repair buffers | 261 | 2680 | 4.85 |
| clock buffers | 133 | 2860 | 5.18 |
| well taps | 1276 | 1600 | 2.89 |
| multi-input cells | 2109 | 16800 | 30.4 |
| diodes | 1 | 2.50 | 0.00453 |
| clock inverters | 63 | 547 | 0.990 |
per-stage QoR:
stage	hold WS [ns]	cell area, um^2
2_1_floorplan	1.38	48800
3_3_place_gp	2.11	51800
3_5_place_dp	2.11	51800
4_1_cts	1.40	55200
5_1_grt	1.44	55200
6_report	1.42	55200
kinds of logic (layout without fill, tap and decap cells):
family,Yosys count,in the layout
AND/OR/NAND/NOR,509,509
AND-OR/OR-AND,576,576
buffers and inverters,253,457
multiplexers,1024,1024
flip-flops,1024,1024
other,0,1
cells in the final DEF (no fill, tap or decap), types with 110 or more instances in the layout:
cell | synthesis | layout
mux2i_1 | 1024 | 1024
clkdlybuf4s50_1 | 0 | 110
a21oi_1 | 192 | 192
buf_4 | 47 | 115
nand2_1 | 195 | 193
edfxtp_1 | 1024 | 1024
a22o_1 | 128 | 128
a22oi_1 | 192 | 192
nand3_1 | 194 | 194
clkbuf_16 | 0 | 111
power by group:
part	total [mW]	switching, mW	internal, mW
registers	7.50	0.0325	7.46
logic	1.42	0.882	0.539
clock network	6.10	2.55	3.54
total	15.0	3.47	11.5
per-layer routing:
| layer | vias to the layer above | GRT usage (%) | routed length (um) |
|---|---|---|---|
| met5 | - | 4.01 | 573 |
| met4 | 21 | 9.02 | 5380 |
| met3 | 322 | 25.7 | 27500 |
| met2 | 2155 | 47.4 | 67900 |
| met1 | 15100 | 45.8 | 54000 |
| li1 | 13600 | - | - |
Power and IR drop assume default switching activity.
