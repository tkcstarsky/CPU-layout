--- flow/design.v ---
`timescale 1ns / 1ps
module ID_EX(
	 input clk,
	 input reset,
	 input [1:0] WB_in,
	 output [1:0] WB_out,
	 input [3:0] MEM_in,
	 output [3:0] MEM_out,
	 input [3:0] EX_in,
    input [31:0] nextAddress_in,
	 output [31:0] nextAddress_out,
	 input [31:0] A_in,
	 output [31:0] A_out,
	 input [31:0] B_in,
	 output [31:0] B_out,
	 input [31:0] imm_in,
	 output [31:0] imm_out,
	 input [4:0] Ins25_in,
	 output [4:0] Ins25_out,
	 input [4:0] Ins20_in,
	 output [4:0] Ins20_out,
	 input [4:0] Ins15_in,
	 output [4:0] Ins15_out,
	 input [25:0] tar_in,
	 output [25:0] tar_out,
	 output RegDst,
	 output [1:0] ALUop,
	 output ALUSrc
	 );
wire [3:0] EX_out;
assign RegDst = EX_out[3:3];
assign ALUop = EX_out[2:1];
assign ALUSrc = EX_out[0:0];
Reg #(1)WBreg(clk,reset,WB_in,WB_out);
Reg #(3)MEMreg(clk,reset,MEM_in,MEM_out);
Reg #(3)EXreg(clk,reset,EX_in,EX_out);
Reg PCreg2(clk,reset,nextAddress_in,nextAddress_out),
	 Areg(clk,reset,A_in,A_out),
	 Breg(clk,reset,B_in,B_out),
	 Immreg(clk,reset,imm_in,imm_out);
Reg #(4)Insaddrreg0(clk,reset,Ins25_in,Ins25_out),
		  Insaddrreg1(clk,reset,Ins20_in,Ins20_out),
		  Insaddrreg2(clk,reset,Ins15_in,Ins15_out);
Reg #(25)tarreg(clk,reset,tar_in,tar_out);
endmodule
`timescale 1ns / 1ps
module Reg(clk,reset,in,out);
	 parameter EM = 31;
	 input clk;
	 input reset;
	 input [EM:0] in;
	 output reg [EM:0] out;
    always@(posedge clk or negedge reset)
    begin
        if (~reset) 
		  begin
		  out <= 0;
		  end
		  else begin
		  out <= in;
		  end
    end
endmodule
--- flow/run.sh ---
#!/bin/bash
# OpenROAD 26Q1-2900-gdf79404cd8, Yosys 0.63+post, stock flow scripts
make -C /OpenROAD-flow-scripts/flow DESIGN_CONFIG=/design/flow/config.mk WORK_HOME=/design/flow/orfs finish
--- flow/config.mk ---
export PLATFORM = sky130hd
export DESIGN_NAME = ID_EX
export DESIGN_NICKNAME = ID_EX
export VERILOG_FILES = /design/flow/design.v
export SDC_FILE = /design/flow/constraint.sdc
export NUM_CORES = 4
export LEC_CHECK = 1
export CORE_AREA = 10 10 194 194
export DIE_AREA = 0 0 204 204
--- flow/constraint.sdc ---
current_design ID_EX

set clk_period 1.0
set clk_io_pct 0.2

create_clock -name clk0 -period $clk_period [get_ports {clk}]

set non_clock_inputs [all_inputs -no_clocks]
set_input_delay [expr $clk_period * $clk_io_pct] -clock clk0 $non_clock_inputs
set_output_delay [expr $clk_period * $clk_io_pct] -clock clk0 [all_outputs]
==> impl_metrics.env <==
# yosys + openroad results
export IMPL_grt_max_degree=41
export IMPL_start_kind="register"
export IMPL_cap_violations=0
export IMPL_core_area_um2=33450
export IMPL_vdd_drop_max_mv=1.095
export IMPL_layout_min_cycle_time_ps=1142
export IMPL_grt_pass1_wl_mm=23.07
export IMPL_p_per_area_nw_per_um2=1825
export IMPL_dpl_hpwl_mm=13.05
export IMPL_path_buffers=1
export IMPL_fp_utilization_pct=13.39
export IMPL_final_layout_top_logic_cells="dfrtp_1 (179), clkdlybuf4s50_1 (179), buf_2 (179)"
export IMPL_cts_clk_slew_worst_paths_ps=80
export IMPL_cp_required_ps=800
export IMPL_final_cell_area_um2=8467
export IMPL_syn_area_per_cell_um2=25.02
export IMPL_worstHoldPathType="input port to register"
export IMPL_endpoint="B_out[14]"
export IMPL_critPathTopFamily="flip-flops"
export IMPL_dieWidth_um=204
export IMPL_rsz0062_at_grt="yes"
export IMPL_num_antenna_cells=0
export IMPL_startpoint="Breg.out[14]"
export IMPL_status="finished with violations"
export IMPL_endpoint_kind="primary output"
export IMPL_p_leak_nw=3.854
export IMPL_violations="negative setup slack"
export IMPL_ys_chip_area_um2=4479
export IMPL_ys_seq_share_pct=100.0
export IMPL_ctsRootBufferMaster="clkbuf_16"
export IMPL_logic_gates=0
export IMPL_setup_viol=204
export IMPL_grt_pass1_vias=3340
export IMPL_fin_crit_sh_pct=114.2
export IMPL_fin_ws_ps=-142.3
export IMPL_power_total_mw=15.45
export IMPL_cts_sink_count=179
export IMPL_cts_max_level=4
export IMPL_wl_mm=16.25
export IMPL_gp_congestion=0.7877
export IMPL_io_buffers=359
export IMPL_grt_remaining_overflow=0
export IMPL_warnings=27
export IMPL_fin_setup_tns_ps=-19130
export IMPL_ys_types=1
export IMPL_antenna_found_initial=0
export IMPL_grt_usage_pct=7.479
export IMPL_slew_violations=0
export IMPL_drt_iter0_markers=84
export IMPL_netlist_instances=179
export IMPL_viasPerCell=2.908
export IMPL_worstPathMaxFanout=1
export IMPL_critical_path_class="register to primary output"
export IMPL_dp_cells=994
export IMPL_path_cells="buf_2"
export IMPL_drive_gt1_share_pct=38.21
export IMPL_critPathSlowestCell="dfrtp_1"
export IMPL_via_count=2992
export IMPL_stdcell_count=1029
export IMPL_antenna_left=0
export IMPL_die_area_um2=41620
export IMPL_ys_cells=179
export IMPL_die_h_um=204
export IMPL_place_area_um2=8722
export IMPL_fmax_mhz=875.4
export IMPL_arrival_ps=940
export IMPL_final_comb_area_um2=0
export IMPL_yosys_warnings=5
export IMPL_cpPeakStageDelay_ps=380
export IMPL_first_pass_iters=2
export IMPL_hold_viol_final=0
export IMPL_syn_area_um2=4479
export IMPL_ioPinCount=360
export IMPL_path_depth=1
export IMPL_clock_path_buffers=2
export IMPL_cts_tree="done"
export IMPL_cts_buffers=17
export IMPL_worstMarginPinSlew_ps=325.5
export IMPL_max_slew_margin_rel_pct=78.23
export IMPL_routedWlPerCell_um=15.80
export IMPL_rows=67
export IMPL_ys_ff=179
export IMPL_drcViolationCount=0
export IMPL_area_delta_synth_final_pct=89.02
-- worst min-delay path by stage --
stage,startpoint,to,cells past startpoint
after CTS,B_in[0],Breg.out[0],1
after global routing,Ins15_in[4],Insaddrreg2.out[4],1
final,B_in[0],Breg.out[0],1
-- through the flow --
stage | setup WS (ps) | hold WS, ps | util, %
6_report | -142.3 | 186.0 | 25.31
5_1_grt | -204.0 | 145.3 | 25.31
4_1_cts | -189.2 | 150.1 | 25.25
3_5_place_dp | -65.90 | 133.1 | 26.08
3_3_place_gp | -66.28 | 127.0 | 26.08
2_1_floorplan | 487.9 | -95.59 | -
-- sequential cells by signal (all words and copies together) (netlist names) --
register and count:
Areg.out 32, Breg.out 32, Immreg.out 32, PCreg2.out 32, tarreg.out 26, Insaddrreg0.out 5
Insaddrreg1.out 5, Insaddrreg2.out 5, EXreg.out 4, MEMreg.out 4, WBreg.out 2
-- synth_stat cells (all sizes together) --
| cell | instances | area share, % |
|---|---|---|
| dfrtp | 179 | 100 |
-- where the power goes --
part | total, mW | switching [mW] | internal (mW)
combinational | 1.25 | 0.355 | 0.890
clock | 6.54 | 3.18 | 3.35
sequential | 7.67 | 0.0751 | 7.59
-- logic make-up after synthesis --
family | after synthesis | synth area share, %
DFF | 179 | 100.0
-- layer usage --
metal	wire, um	vias up	track usage, %
met4	199	0	1.005
met5	0	-	0
met2	8098	189	12.70
met3	1924	5	3.872
li1	-	1336	-
met1	6032	1462	8.446
-- final cells by class --
| type | instances | area (um^2) |
|---|---|---|
| clock inverter | 15 | 165.2 |
| sequential | 179 | 4479 |
| fill | 3477 | 24980 |
| timing repair buffer | 370 | 2836 |
| tap | 448 | 560.5 |
| clock buffer | 17 | 425.4 |
-- repair_timing --
| action | 4_1_cts | 5_1_grt |
|---|---|---|
| resized | 576 | 0 |
| hold endpoints to repair | 140 | 58 |
| endpoints found under the setup margin | 179 | 219 |
| setup buffers | 0 | 0 |
| hold buffers | 2 | 2 |
| cloned | 0 | 0 |
Power figures rest on the tool's default switching activity, not on a simulated workload.
